===== flow/run.sh =====
#!/bin/bash
# OpenROAD 26Q1-2900-gdf79404cd8, Yosys 0.63+post, stock flow scripts
make -C /OpenROAD-flow-scripts/flow DESIGN_CONFIG=/design/flow/config.mk WORK_HOME=/design/flow/orfs finish

===== flow/config.mk =====
export PLATFORM = sky130hd
export DESIGN_NAME = bcd_counter
export DESIGN_NICKNAME = bcd_counter
export VERILOG_FILES = /design/flow/design.v
export SDC_FILE = /design/flow/constraint.sdc
export NUM_CORES = 4
export LEC_CHECK = 1
export CORE_UTILIZATION = 50

===== flow/constraint.sdc =====
current_design bcd_counter

set clk_period 4.6
set clk_io_pct 0.2

create_clock -name clk0 -period $clk_period [get_ports {clk}]

set non_clock_inputs [all_inputs -no_clocks]
set_input_delay [expr $clk_period * $clk_io_pct] -clock clk0 $non_clock_inputs
set_output_delay [expr $clk_period * $clk_io_pct] -clock clk0 [all_outputs]

===== flow/design.v =====
module bcd_counter(
    input clk, reset,
    output [7:0] seven_segment,
    output [7:0] illuminate
);
    wire[6:0] count;
    counter counter_module(
        .clk(clk),
        .reset(reset),
        .count(count)
    );
    wire[3:0] units_place, tens_place;
    hexa_to_bcd_converter hexa_to_bcd_converter_module(
        .hexa(count),
        .clk(clk),
        .reset(reset),
        .units_place(units_place),
        .tens_place(tens_place)
    );
    illuminator illuminator_module(
        .clk(clk),
        .reset(reset),
        .units(units_place),
        .tens(tens_place),
        .illuminate(illuminate),
        .segment(seven_segment)
    );
endmodule
module counter(
    input clk, reset,
    output reg[6:0] count
);
    reg [26:0] temp;
    always@(posedge clk or posedge reset)
        begin
            if(reset)
                temp <= 27'b000000000000000000000000000;
            else
                if(temp==27'd99_999_999)
                    temp <= 27'b000000000000000000000000000;
                else
                    temp <= temp + 1;
        end
    always@(posedge clk or posedge reset)
        begin
            if(reset)
                count <= 7'b00000000;
            else
                if(temp==27'd99_999_999)
                    begin
                        if(count==7'd99)
                            count <= 7'b00000000;
                        else
                            count <= count + 1;
                    end
                else
                    count <= count;
        end  
endmodule
module hexa_to_bcd_converter(
    input [6:0] hexa,
    input clk, reset,
    output reg [3:0] units_place,
    output reg [3:0] tens_place
);
    always@(posedge clk or posedge reset)
        begin
            if(reset)
                begin
                    tens_place <= 4'b0000;
                    units_place <= 4'b0000;
                end
            else
                begin
                    tens_place <= hexa/10;
                    units_place <= hexa%10;
                end
        end
endmodule
module illuminator(
    input clk, reset,
    input[3:0] units, tens,
    output reg[7:0] illuminate,
    output reg[7:0] segment
);
    reg ps, ns;
    parameter s0=0, s1=1;
    reg[17:0] temp;
    always@(posedge clk or posedge reset)
        begin
            if(reset) temp<=17'b00000000000000000;
            else
                begin
                    if(temp==17'd99999)
                        temp<=17'b00000000000000000;
                    else
                        temp<=temp+1;
                end
        end
    always@(posedge clk or posedge reset)
        begin
            if(reset) ps<=s0;
            else
                begin
                    if(temp==17'd99999)
                        ps<=ns;
                    else
                        ps<=ps;
                end
        end
    always@(*)
        case(ps)
            s0: ns=s1;
            s1: ns=s0;
            default: ns=s0;
        endcase
    always@(*)
        case(ps)
            s0: begin
                    illuminate=8'b11111110;
                    case(units)     
                        0: segment=8'b00000011;
                        1: segment=8'b10011111;
                        2: segment=8'b00100101;
                        3: segment=8'b00001101;
                        4: segment=8'b10011001;
                        5: segment=8'b01001001;
                        6: segment=8'b01000001;
                        7: segment=8'b00011111;
                        8: segment=8'b00000001;
                        9: segment=8'b00001001;
                        default: segment=8'b11111111;
                    endcase
                end
            s1: begin
                    illuminate=8'b11111101;
                    case(tens)     
                        0: segment=8'b00000011;
                        1: segment=8'b10011111;
                        2: segment=8'b00100101;
                        3: segment=8'b00001101;
                        4: segment=8'b10011001;
                        5: segment=8'b01001001;
                        6: segment=8'b01000001;
                        7: segment=8'b00011111;
                        8: segment=8'b00000001;
                        9: segment=8'b00001001;
                        default: segment=8'b11111111;
                    endcase
                end
            default:begin
                        illuminate=8'b11111110;
                        case(units)     
                            0: segment=8'b00000011;
                            1: segment=8'b10011111;
                            2: segment=8'b00100101;
                            3: segment=8'b00001101;
                            4: segment=8'b10011001;
                            5: segment=8'b01001001;
                            6: segment=8'b01000001;
                            7: segment=8'b00011111;
                            8: segment=8'b00000001;
                            9: segment=8'b00001001;
                            default: segment=8'b11111111;
                        endcase
                    end
        endcase
endmodule

==> flow_metrics.env <==
# implementation run metrics
export IMPL_chip_area_um2=7955
export IMPL_die_y_um=89.19
export IMPL_yosys_cells=429
export IMPL_chipWidth_um=89.19
export IMPL_antenna_found_initial=0
export IMPL_cts_path_max_buffers=2
export IMPL_grt_remaining_overflow=0
export IMPL_drive_gt1_share_pct=7.323
export IMPL_critPathMaxStageDelay_ns=0.45
export IMPL_vias_per_cell=5.295
export IMPL_cts_setup_buffers=0
export IMPL_edf_count=0
export IMPL_syn_inst=429
export IMPL_remaining_drc_errors=0
export IMPL_ios=18
export IMPL_status="finished, final reports clean"
export IMPL_compound_area_share_pct=15.21
export IMPL_fa_ha_area_share_pct=5.563
export IMPL_synthTopCellsByCount="dfrtp_1 (61), nor2_1 (46), nand2_1 (38)"
export IMPL_cts_sinks=61
export IMPL_warnings=36
export IMPL_skew_ns=0.01102
export IMPL_relSlewSlack_pct=53.07
export IMPL_antenna_cells=0
export IMPL_core_um2=7292
export IMPL_rows=31
export IMPL_fin_ws_ns=1.458
export IMPL_ir_drop_mv=0.1410
export IMPL_finalSetupViolCount=0
export IMPL_r2r_cells=10
export IMPL_simple_gate_area_share_pct=23.24
export IMPL_area_leaders="dfrtp_1 (40%), ha_1 (5.3%), xnor2_1 (4.6%), xor2_1 (4.6%), nor2_1 (4.5%)"
export IMPL_clk_latency_ns=0.34
export IMPL_floorplanUtilization_pct=52.13
export IMPL_yosysMostFrequentCell="dfrtp_1"
export IMPL_p_leak_uw=0.001870
export IMPL_rsz0062_at_grt="false"
export IMPL_grt_max_degree=37
export IMPL_path_depth=7
export IMPL_grt_total_usage_pct=18.98
export IMPL_cts_root_buf="clkbuf_8"
export IMPL_htreeDepth=3
export IMPL_hold_viol=0
export IMPL_hold_class="reg -> reg"
export IMPL_path_class="reg -> out"
export IMPL_cp_slowest_cell="dfrtp_1"
export IMPL_p_per_area_nw_per_um2=234.6
export IMPL_vias=2838
export IMPL_numCtsBuffers=9
export IMPL_postRouteWirelength_um=6695
export IMPL_ys_types=54
export IMPL_largest_area_cell="dfrtp_1"
export IMPL_ys_seq_share_pct=40.16
export IMPL_postSynthAreaPerCell_um2=8.860
export IMPL_antenna_left=0
export IMPL_holdPathStages=1
export IMPL_wl_per_cell_um=12.49
export IMPL_firstDrtPassIters=4
export IMPL_place_congestion=0.8498
export IMPL_cp_arrival_ns=2.22
export IMPL_ys_sh_mux_pct=0.5267
export IMPL_crit_family="buffers and inverters"
export IMPL_p_total_uw=963.5
export IMPL_required_ns=3.68
export IMPL_async_flop_share_pct=100.0
export IMPL_critical_path_buf_inv_count=2
export IMPL_grt_pass1_wl_um=11670
export IMPL_clk_pin_slew_ns=0.08
export IMPL_flop_cell="dfrtp_1"
export IMPL_fmaxAchievable_ghz=0.3182
export IMPL_yosysTopAreaCellShare_pct=40.16
export IMPL_cts_hold_fix_buffers=0
export IMPL_pre_cts_ws_ns=1.521
export IMPL_drv_cap=0
export IMPL_synth_seq_cells=61
export IMPL_slew_viol_final=0
export IMPL_grt_pass1_vias=2509
export IMPL_synth_warnings=3
export IMPL_worstMarginPinSlew_ns=0.7039
export IMPL_end_kind="output port"
export IMPL_tns_ns=0
export IMPL_yosys_area_um2=3801
export IMPL_tritoncts="built"
export IMPL_io_buffers=10
export IMPL_fin_crit_ns=3.142
export IMPL_top_logic_kind="simple AND/OR/NAND/NOR gates"
export IMPL_syn_to_final_growth_pct=8.032
export IMPL_worst_setup_path_start_kind="flop"
export IMPL_cts_resized=0
export IMPL_cp_max_fo=6
export IMPL_syn_area_um2=3801
export IMPL_drtIter0Drc=193
export IMPL_hpwl_um=4608
export IMPL_fin_crit_sh_pct=68.31
export IMPL_ys_sh_xor_pct=9.217
export IMPL_utilization_pct=56.31
export IMPL_path_cells="inv_1 -> ha_1 -> or2_2 -> a21oi_1 -> o21ai_0 -> o21a_1 -> clkdlybuf4s50_1"
-- final cells by class --
type,instances,area (um^2)
Multi-Input combinational cell,326,2074
Fill cell,669,3186
Clock buffer,9,123.9
Sequential cell,61,1526
Timing Repair Buffer,14,130.1
Tap cell,99,123.9
Clock inverter,7,52.55
Inverter,20,75.07
-- layer usage --
| metal | track usage [%] | vias up | wire length [um] |
|---|---|---|---|
| li1 | - | 1478 | - |
| met1 | 31.84 | 1296 | 3484 |
| met2 | 27.06 | 55 | 2844 |
| met3 | 3.652 | 9 | 268 |
| met4 | 2.742 | 0 | 97 |
| met5 | 0 | - | 0 |
-- worst register-to-register path, delay by kind of cell, from the launching register on --
kind | cells | cell delay, ns
DFF | 1 | 0.57
adders and majority gates | 1 | 0.32
buffers and inverters | 1 | 0.08
AOI/OAI and AO/OA | 6 | 1.36
and+or+nand+nor | 2 | 0.66
-- cells by family (layout without fill, tap and decap cells) --
family                     after synthesis  after routing
and+or+nand+nor                        175            175
xor gates and xnor gates                40             40
buffers and inverters                   48             50
other                                    1              7
adders and majority gates               17             17
AOI/OAI and AO/OA                       85             85
muxes                                    2              2
DFF                                     61             61
-- sequential cells by signal, summed over array words and instances (netlist names) --
register	cells
counter_module.temp	27
counter_module.count	7
illuminator_module.ps	1
hexa_to_bcd_converter_module.units_place	4
illuminator_module.temp	18
hexa_to_bcd_converter_module.tens_place	4
-- layout by cell type, fill, tap and decap left out, types with 2 or more instances in the layout --
| cell type | instances |
|---|---|
| nand4_1 | 10 |
| inv_1 | 19 |
| and3_1 | 13 |
| nand3b_1 | 2 |
| or2_2 | 2 |
| and4_1 | 2 |
| nand2b_1 | 11 |
| clkdlybuf4s50_1 | 10 |
| o211ai_1 | 3 |
| o22a_1 | 2 |
| nor3b_1 | 3 |
| o31ai_1 | 2 |
| nor2_1 | 46 |
| nor2b_1 | 5 |
| o21a_1 | 2 |
| and2_1 | 3 |
| xor2_1 | 20 |
| ha_1 | 16 |
| conb_1 | 7 |
| clkinv_4 | 4 |
| o21ai_0 | 26 |
| nor4_2 | 2 |
| clkbuf_8 | 9 |
| nor3_1 | 8 |
| nand3_1 | 21 |
| a211oi_1 | 6 |
| clkinv_2 | 2 |
| a221o_1 | 2 |
| a21oi_1 | 18 |
| a21o_1 | 6 |
| o22ai_1 | 3 |
| buf_4 | 4 |
| dfrtp_1 | 61 |
| mux2i_1 | 2 |
| nor4_1 | 4 |
| a31oi_1 | 3 |
| nand2_1 | 38 |
| xnor2_1 | 20 |
-- where the power goes --
| group | switching (uW) | internal, uW | leakage, uW |
|---|---|---|---|
| clock | 219 | 196 | 0.0000891 |
| combinational | 10.2 | 1.36 | 0.000948 |
| sequential | 0 | 536 | 0.000833 |
-- path summary, 6_finish.rpt --
path	start	to	slack [ns]
worst max-delay path	hexa_to_bcd_converter_module.units_place[1]$_DFF_PP0_	seven_segment[7]	1.46
worst min-delay path	counter_module.temp[0]$_DFF_PP0_	counter_module.temp[0]$_DFF_PP0_	0.46
worst max register to register	counter_module.count[4]$_DFFE_PP0N_	hexa_to_bcd_converter_module.units_place[1]$_DFF_PP0_	1.51
worst min register to register	counter_module.temp[0]$_DFF_PP0_	counter_module.temp[0]$_DFF_PP0_	0.46
max in group asynchronous	reset	hexa_to_bcd_converter_module.tens_place[0]$_DFF_PP0_	2.81
min in group asynchronous	reset	illuminator_module.temp[15]$_DFF_PP0_	0.93
-- through the flow --
step                cell area (um^2)  hold slack, ns  instances
floorplan                       3824          0.4245        435
global placement                3930          0.4441        520
detailed placement              3930          0.4472        520
CTS                             4106          0.4579        536
global route                    4106          0.4808        536
finish                          4106          0.4590        536
Power figures rest on the tool's default switching activity, not on a simulated workload.
